## design/flow/design.v

```verilog
`timescale 1ns/1ns
module ALU(
    input [3:0] sel,
    input [2:0] func3,
    input [31:0] input1,
    input [31:0] input2,
	 input CompFlag,
    output reg [31:0] alu_out,
    output reg flag
);
    wire [31:0] sum_diff;
    wire sub;
    wire [31:0] shifted;
    assign sub = (sel==1)?1:0;
    AdderSub a1(sub,input1,input2,sum_diff);
    Shifter s1(input1,{input2[4],input2[3],input2[2],input2[1],input2[0]},{sel[1],sel[0]}, shifted);
    always @(*) begin
        case(sel)
            4'b00_00: alu_out=sum_diff;
            4'b00_01: alu_out=sum_diff;
            4'b01_01: alu_out=input1&input2;
            4'b01_00: alu_out=input1|input2;
            4'b01_11: alu_out=input1^input2;
            4'b10_01: alu_out=shifted;
            4'b10_00: alu_out=shifted;
            4'b10_10: alu_out=shifted;
            4'b11_11: alu_out= (input1<input2)?1'b1:1'b0;
            4'b11_01: alu_out= ($signed(input1)<$signed(input2))?1'b1:1'b0;
				4'b00_11: alu_out= input2;
				4'b00_10: alu_out= (CompFlag == 1'b1)?(input2 + 32'd2):(input2 + 32'd4);
				4'b11_00: alu_out=input1;
				4'b11_10: alu_out=(~input1)&input2;
            default: alu_out=0;
        endcase
        case(func3)
            3'b000: flag=(input1==input2)?1:0;
            3'b001 : flag=(input1!=input2)?1:0;
            3'b100 : flag=($signed(input1)<$signed(input2))?1:0;
            3'b101 : flag=($signed(input1)>=$signed(input2))?1:0;
            3'b110 :flag=(input1<input2)?1:0;
            3'b111 :flag=(input1>=input2)?1:0;
            default: flag=0;
        endcase
    end
endmodule
`timescale 1ns/1ns
module AdderSub (
    input sub,
    input [31:0] input1,
    input [31:0] input2,
    output [31:0] adderout
);
    wire co;
    wire ci;
    wire [31:0] b2;
    assign ci=sub?1:0;
    assign b2=sub?~input2:input2;
    rca32 r(input1,b2,ci,adderout,co);
endmodule
`timescale 1ns / 1ps
module rca32(
input [31:0] a,
input [31:0] b,
input cin,
output wire [31:0] sum,
output wire [31:0] cout
);
integer i;
reg [31:0] sumtemp;
reg [31:0] couttemp;
always @(*)
begin	
   sumtemp[0] = a[0] ^ b[0] ^ cin;
   couttemp[0] = a[0]&b[0] | b[0]&cin | a[0]&cin;
for(i=1;i<32;i=i+1)
    begin
		sumtemp[i] = a[i] ^ b[i] ^ couttemp[i-1];
		  couttemp[i] = a[i]&b[i] | b[i]&couttemp[i-1] | a[i]&couttemp[i-1];
	end
end
assign cout=couttemp;
assign sum = sumtemp;
endmodule
`timescale 1ns/1ns
module Shifter(
input [31:0] tobeshifted,
input [4:0] amount,
input [1:0] left,
output [31:0] aftershifting
);
reg signed [31:0] shifting;
always @(*) begin
    shifting=tobeshifted;
    if(left[0]==1 && left[1]==0)begin
        if(amount[0]==1) begin 
				shifting = shifting <<1; 
        end
        if(amount[1]==1) begin 
				shifting = shifting <<2;
        end
        if(amount[2]==1) begin
				shifting = shifting <<4;
        end
        if(amount[3]==1) begin
				shifting = shifting <<8;
        end
        if(amount[4]==1) begin
				shifting = shifting <<16;
        end
    end
    else if(left[1]==0 && left[0]==0)begin
        if(amount[0]==1) begin 
				shifting = shifting>>1; 
        end
        if(amount[1]==1)begin 
				shifting = shifting>>2;
        end
        if(amount[2]==1)begin
				shifting = shifting >>4;
        end
        if(amount[3]==1)begin
				shifting = shifting >>8;
        end
        if(amount[4]==1) begin
				shifting = shifting >>16;
        end
    end
    else begin
        if(amount[0]==1) begin 
				shifting = $signed(shifting)>>>1; 
        end
        if(amount[1]==1)begin 
				shifting = $signed(shifting)>>>2;
        end
        if(amount[2]==1)begin
				shifting = $signed(shifting)>>>4;
        end
        if(amount[3]==1)begin
				shifting = $signed(shifting)>>>8;
        end
        if(amount[4]==1) begin
				shifting = $signed(shifting)>>>16;
        end
    end
end
assign aftershifting=shifting;
endmodule
```

## design/flow/run.sh

```bash
#!/bin/bash
# OpenROAD 26Q1-2900-gdf79404cd8, Yosys 0.63+post, stock flow scripts
make -C /OpenROAD-flow-scripts/flow DESIGN_CONFIG=/design/flow/config.mk WORK_HOME=/design/flow/orfs finish
```

## design/flow/config.mk

```make
export PLATFORM = sky130hd
export DESIGN_NAME = ALU
export DESIGN_NICKNAME = ALU
export VERILOG_FILES = /design/flow/design.v
export SDC_FILE = /design/flow/constraint.sdc
export NUM_CORES = 4
export LEC_CHECK = 1
export CORE_UTILIZATION = 50
```

## design/flow/constraint.sdc

```tcl
current_design ALU

set clk_period 35.9
set clk_io_pct 0.2

create_clock -name clk0 -period $clk_period

set non_clock_inputs [all_inputs -no_clocks]
set_input_delay [expr $clk_period * $clk_io_pct] -clock clk0 $non_clock_inputs
set_output_delay [expr $clk_period * $clk_io_pct] -clock clk0 [all_outputs]
```

==> flow_summary_export.csv <==
group,metric,value,unit
run_status,status,"finished clean",
drt,ant_nets,0,
layout,fin_area,9560,um^2
timing,drv_slew,0,
timing,rsz0062_at_grt,"no",
power_and_ir_drop,p_sw_share,58.7,%
timing,max_freq,0.0343,GHz
setup_path,required,28.72,ns
setup_path,cp-start-kind,"primary input",
flow_run,warnings,66,
drt,wl_met3,5490,um
power_and_ir_drop,seq_power_share,0,%
die,die_h,133,um
drt,vias,10143,
power_and_ir_drop,leakage,3.70,nW
timing,fin_crit,29.20,ns
setup_path,path_max_fanout,39,
placement,io_buffers,105,
power_and_ir_drop,p_clk_share,0,%
setup_path,cp_common_cell,"fa_1",
timing,hold_viol_final,0,
die,die_w,133,um
clocking,ctsHoldBuffers,0,
drt,routed_via_density,6.85,
global_route,grtUsageTotal,44.1,%
timing,fin_setup_tns,0,ns
layout,nClkBuffers,0,
placement,gp_congestion,1.03,
yosys,ys_chip_area,8530,um^2
timing,setup_viol,0,
power_and_ir_drop,combPwrFrac,100.0,%
die,die-area,17600,um^2
layout,area_delta_synth_final,12.1,%
worst_hold_path,hp-class,"in -> out",
power_and_ir_drop,power_density,15.3,nW/um^2
global_route,grt_pass1_wl,57200,um
drt,wire_per_inst,25.4,um
placement,dp_hpwl,28000,um
layout,regArea,0,um^2
drt,firstDrtPassIters,7,
timing,slew_headroom,44.7,%
timing,fin_crit_sh,81.3,%
yosys,postSynthAreaPerCell,6.85,um^2
drt,drt-total-wl,37600,um
die,core_area,16600,um^2
layout,layout-drive-gt1-share,8.80,%
setup_path,crit_type,"in -> out",
yosys,syn-cell-area,8530,um^2
placement,placed_area,9560,um^2
clocking,cts_setup_buffers,0,
flow_run,maxCapViolCount,0,
layout,mostFrequentLayoutCells,"nand2_1 (134), nor2_1 (131), clkdlybuf4s50_1 (100)",
layout,flops,0,
global_route,gr-total-overflow,0,
clocking,cts-resized-gates,0,
yosys,yosys.area_share.aoi,29.9,%
die,ios,105,
setup_path,cpPeakStageDelay,0.46,ns
die,fp-utilization,51.2,%
global_route,antenna_found_initial,0,
timing,worst_pin_slew,0.822,ns
drt,wl_met2,16200,um
die,rows,47,
yosys,yosys.area_share.simple,20.7,%
setup_path,cp.arrival,22.02,ns
layout,finish.utilization,57.5,%
setup_path,end_kind,"primary output",
layout,layout_top_cell,"nand2_1",
yosys,synthCells,1244,
yosys,xor_share,4.21,%
drt,wl_met1,14600,um
drt,top_layer,"met4",
power_and_ir_drop,p_sw,0.0859,mW
yosys,synth-warning-count,4,
power_and_ir_drop,peakVddDrop,0.0104,mV
yosys,yosys_cells,1244,
drt,drt-initial-drc-count,1317,
drt,drc,0,
global_route,grt_pass1_vias,9382,
global_route,grt_max_degree,63,
yosys,ys_seq_share,0,%
yosys,ys_types,74,
yosys,logic_family,"AND-OR/OR-AND gates",
yosys,fa_ha_area_share,16.9,%
power_and_ir_drop,p_int,0.0604,mW
yosys,mux_share,18.5,%
drt,antennaDiodeCount,0,
setup_path,cp_slowest_cell,"buf_4",
## power groups by stage
stage         combinational [mW]  sequential [mW]  clock (mW)
finish                     0.146                0           0
global route               0.157                0           0
CTS                        0.142                0           0
## cells in the mapped netlist (3+ instances only)
cell type / n / share of area (%)
a22o_1: 10 / 1.0
inv_1: 79 / 3.5
nand2b_1: 7 / 0.51
and3_1: 4 / 0.29
buf_4: 6 / 0.53
clkbuf_1: 77 / 3.4
ha_1: 67 / 9.8
mux2i_1: 58 / 6.8
nor4_2: 3 / 0.44
a22oi_1: 13 / 1.1
nor2b_1: 5 / 0.37
o32a_1: 3 / 0.35
nor2_1: 132 / 5.8
o21ai_1: 40 / 2.3
and2_1: 4 / 0.29
xnor2_1: 40 / 4.1
nand4_1: 11 / 0.81
mux4_2: 31 / 8.2
a221o_1: 4 / 0.47
o221ai_1: 11 / 1.1
buf_1: 8 / 0.35
nand2_1: 134 / 5.9
a21oi_1: 98 / 5.8
buf_2: 26 / 1.5
o21ai_0: 83 / 4.9
or4_1: 3 / 0.26
a31oi_1: 10 / 0.73
nand3_1: 21 / 1.2
o211ai_1: 33 / 2.9
a211oi_1: 24 / 2.1
a221oi_1: 19 / 2.0
fa_1: 30 / 7.0
mux2_2: 19 / 2.5
mux2_1: 6 / 0.79
a21o_1: 3 / 0.26
inv_2: 4 / 0.18
o22ai_1: 15 / 1.1
nor4_1: 12 / 0.88
or3_1: 5 / 0.37
nor3_1: 32 / 1.9
a2111oi_0: 4 / 0.41
buf_6: 3 / 0.40
o31ai_1: 6 / 0.53
## area by class of cell
type	instances	area, um^2
Fill cell	1602	7080
Tap cell	220	275
Multi-Input combinational cell	1041	7710
Timing Repair Buffer	137	1270
Inverter	83	312
## per-stage QoR
step | hold slack, ns | power (mW) | setup WS, ns | cells
floorplan | 14.42 | 0.0862 | 8.25 | 1244
global placement | 15.41 | 0.142 | 6.87 | 1481
detailed placement | 15.40 | 0.141 | 6.75 | 1481
CTS | 15.41 | 0.142 | 6.73 | 1481
global route | 15.48 | 0.157 | 6.15 | 1481
finish | 15.40 | 0.146 | 6.70 | 1481
## final timing paths
| check | start | to | cells past startpoint |
|---|---|---|---|
| setup / recovery | sel[2] | alu_out[31] | 46 |
| hold / removal | func3[0] | flag | 4 |
## cell families (layout without fill, tap and decap cells)
kind of cell               count (synthesis)  after routing
AOI/OAI and AO/OA                        400            400
muxes                                    115            115
buffers and inverters                    203            220
and+or+nand+nor                          388            388
adders and majority gates                 97             97
xor gates and xnor gates                  41             41
## worst max-delay path: cells and delay by family
| kind | cells | cell delay, ns |
|---|---|---|
| and+or+nand+nor | 4 | 0.57 |
| adders and majority gates | 30 | 11.67 |
| AOI/OAI and AO/OA | 4 | 0.39 |
| xor gates and xnor gates | 3 | 0.50 |
| buffers and inverters | 5 | 1.68 |
## layer usage
metal	up-vias	GRT usage (%)
li1	4579	-
met1	4726	61.8
met2	736	65.5
met3	102	14.8
met4	0	12.4
met5	-	0
Power and IR drop assume default switching activity.
