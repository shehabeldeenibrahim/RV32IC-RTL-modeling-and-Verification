==> flow/run.sh <==
#!/bin/bash
# OpenROAD 26Q1-2900-gdf79404cd8, Yosys 0.63+post, stock flow scripts
make -C /OpenROAD-flow-scripts/flow DESIGN_CONFIG=/design/flow/config.mk WORK_HOME=/design/flow/orfs finish
==> flow/config.mk <==
export PLATFORM = sky130hd
export DESIGN_NAME = RegWLoad
export DESIGN_NICKNAME = RegWLoad
export VERILOG_FILES = /design/flow/design.v
export SDC_FILE = /design/flow/constraint.sdc
export NUM_CORES = 4
export LEC_CHECK = 1
export CORE_AREA = 10 10 109 109
export DIE_AREA = 0 0 119 119
==> flow/constraint.sdc <==
current_design RegWLoad

set clk_period 1.1
set clk_io_pct 0.2

create_clock -name clk0 -period $clk_period [get_ports {clk}]

set non_clock_inputs [all_inputs -no_clocks]
set_input_delay [expr $clk_period * $clk_io_pct] -clock clk0 $non_clock_inputs
set_output_delay [expr $clk_period * $clk_io_pct] -clock clk0 [all_outputs]
==> flow/design.v <==
`timescale 1ns/1ns
module FlipFlop(
	 input slowclk,
    input clk, 
    input rst, 
    input d, 
    output reg q
);
    always @(posedge clk or posedge rst) begin
	if(rst == 1)
      q<=0; 
	 else 
begin
		  q<=d;
    end
end
endmodule
`timescale 1ns/1ns
module Mux2_1 (
    sel,
    in1,
    in2,
    out
);
    parameter N=1;
    output [N-1:0] out;
    input [N-1:0] in1, in2;
    input sel;
    assign out = (sel)?in2:in1;
endmodule
`timescale 1ns/1ns
module RegWLoad(
	slowclk,
    clk,
    rst,
    load,
    data_in, 
    data_out 
);
    parameter SIZE=32;
    input clk, rst, load,slowclk;
    input [SIZE-1:0] data_in; 
    output [SIZE-1:0] data_out;
    wire [SIZE-1:0] ds;
    genvar i;
    generate
    for(i=0;i<SIZE;i=i+1) begin : GENERATE_HEADER
        Mux2_1 m (load,data_out[i],data_in[i],ds[i]);
        FlipFlop f(slowclk,clk,rst,ds[i],data_out[i]);
    end
    endgenerate
endmodule
==> impl_metrics.toml <==
# implementation run metrics
[power_and_ir_drop]
p_sw_uw = 631
power_frac_seq_pct = 46.9
clkPwrFrac_pct = 32.8
swShare_pct = 21.9
cellLeakagePower_uw = 0.00104
total_power_uw = 2890
irDropWorstVdd_uv = 442
powerDensity_nw_per_um2 = 1270
power.internal_uw = 2260
power_frac_comb_pct = 20.3

[worst_setup_path]
worstSetupEndpointType = "output port"
cpLargestDelayFamily = "flip-flops"
cp.required_ns = 0.88
cp.arrival_ns = 0.84
critPathLaunchType = "flip-flop"
path_class = "flip-flop to output port"
critPathSlowestCell = "dfrtp_1"
path_max_fanout = 2
max_stage_delay_ns = 0.37
path_buffers = 1
cp_cell_sequence = "clkdlybuf4s15_1"

[logic_synthesis]
synth_top_area_share_pct = 50.4
postSynthCellCount = 101
syn_area_per_cell_um2 = 15.7
async_flop_share_pct = 100
ys_types = 7
syn_area_um2 = 1590
ys_ff = 32
yosysTopAreaCell = "dfrtp_1"
yosys-top-cells-count = "buf_4, dfrtp_1, mux2_4"
yosys_most_used_dff = "dfrtp_1"
synthAoiAreaFrac_pct = 0
yosysWarnings = 1
topCombFamilyByArea = "multiplexers"
edf_count = 0
topCellsByArea = "dfrtp_1, mux2_4, buf_4"
xor_area_share_pct = 0
yosys_cells = 101
muxShareOfSynthArea_pct = 29.8
ys_seq_share_pct = 50.4
ys_area_um2 = 1590
fa_ha_area_share_pct = 0
simple_gate_share_pct = 0

[clock_network]
cts.sinks = 32
cts_made_buffers = 5
tritoncts = "done"
path_clk_slew_ns = 0.07
cts_root_buffer = "clkbuf_8"
clock_path_buffers = 2
cts_hold_buf = 0
htreeDepth = 2
clkLatencyLatePin_ns = 0.27

[timing]
clock-skew-final_ns = 0
post-route-period-util_pct = 96.5
tns_ns = 0
hold_violations = 0
tightestPinTransition_ns = 0.185
relSlewSlack_pct = 87.7
drv_slew = 0
fin_crit_ns = 1.06
max_clock_freq_mhz = 942
setup-violations-final = 0

[detailed_routing]
first_pass_iters = 2
ant_nets = 0
vias_per_cell = 2.99
drt_iter0_drc = 14
totalWireLength_um = 3330
wl_per_cell_um = 11.6
vias = 861
drc = 0
antennaDiodeCount = 0

[global_route]
overflow = 0
grt_first_pass_wirelength_um = 5250
grt_pass1_vias = 941
grt_usage_pct = 4.51
grt_antenna_before_repair = 0
grt_max_degree = 33

[cells_and_area]
regArea_um2 = 801
instances_no_fill = 288
nFillCells = 1039
drive_above_1_share_pct = 45.8
logic_area_um2 = 473
top_regs = "GENERATE_HEADER.f.q x32"
synthToLayoutAreaGrowth_pct = 42.7
largest_reg_flops = 32
top_register = "GENERATE_HEADER.f.q"

[placed_design]
place_hpwl_um = 2400
io_buffers = 66
gp_congestion = 0.679
dp_cells = 267

[die]
core.rowCount = 36
initial_utilization_pct = 16.5
die_x_um = 119
die-height_um = 119
core_area_um2 = 9640
dieArea_um2 = 14200
io_pins = 68

[run]
tool_warnings = 26
drv_cap = 0

[run_status]
status = "complete, no violations"

[min_path]
holdCritPathClass = "input port to async pin"
power groups by stage:
| stage | Combinational, uW | Sequential [uW] | Clock, uW |
|---|---|---|---|
| after CTS | 601 | 1350 | 1030 |
| after global routing | 640 | 1370 | 1050 |
| final | 587 | 1350 | 946 |
routing by layer:
metal  GRT usage, %  part of all wire [%]  vias up
met1           6.17                    46      417
met4          0.916                   1.6        0
li1               -                     -      406
met2           6.85                    45       36
met5              0                     0        -
met3           1.49                   6.8        2
layout by cell type (no fill, tap or decap), drive strengths merged:
cell | Yosys | layout
buf | 36 | 17
clkbuf | 0 | 24
clkdlybuf4s15 | 0 | 16
clkdlybuf4s50 | 0 | 33
dfrtp | 32 | 32
inv | 1 | 1
mux2 | 32 | 32
cell families after synthesis:
family | Yosys count
buffers and inverters | 37
flip-flops | 32
multiplexers | 32
final cells by class:
cell class | count | share of cell area (%)
multi-input combinational | 32 | 20.9
timing repair buffer | 82 | 32.3
inverter | 1 | 0.166
tap | 133 | 7.34
clock buffer | 8 | 3.97
sequential | 32 | 35.3
metrics by stage:
step / instance area (um2) / utilization, % / hold slack (ns) / worst slack [ns]
floorplan: 1590 / - / 0.336 / 0.189
global placement: 2160 / 22.4 / 0.490 / 0.0645
detailed placement: 2160 / 22.4 / 0.491 / 0.0617
CTS: 2290 / 23.8 / 0.276 / 0.00625
global route: 2270 / 23.5 / 0.323 / -0.00111
finish: 2270 / 23.5 / 0.283 / 0.0381
final timing paths:
path	slack, ns	cells after the start	end	startpoint
min in group clk0	0.45	3	GENERATE_HEADER[5].f.q	load
hold reg to reg	0.51	1	GENERATE_HEADER[8].f.q	GENERATE_HEADER[8].f.q
setup reg to reg	0.11	3	GENERATE_HEADER[28].f.q	GENERATE_HEADER[28].f.q
setup / recovery	0.04	1	data_out[26]	GENERATE_HEADER[26].f.q
hold / removal	0.28	3	GENERATE_HEADER[23].f.q	rst
max in group asynchronous	0.64	3	GENERATE_HEADER[14].f.q	rst
timing repair:
item / in CTS / in global routing
setup buffers: 6 / 7
cloned: 0 / 0
setup endpoints to repair: 32 / 20
resized: 64 / 16
Power figures rest on the tool's default switching activity, not on a simulated workload.
