`design/flow/run.sh`:
```
#!/bin/bash
# OpenROAD 26Q1-2900-gdf79404cd8, Yosys 0.63+post, stock flow scripts
make -C /OpenROAD-flow-scripts/flow DESIGN_CONFIG=/design/flow/config.mk WORK_HOME=/design/flow/orfs finish
```
`design/flow/constraint.sdc`:
```
current_design RegFile

set clk_period 7.7
set clk_io_pct 0.2

create_clock -name clk0 -period $clk_period [get_ports {clk}]

set non_clock_inputs [all_inputs -no_clocks]
set_input_delay [expr $clk_period * $clk_io_pct] -clock clk0 $non_clock_inputs
set_output_delay [expr $clk_period * $clk_io_pct] -clock clk0 [all_outputs]
```
`design/flow/config.mk`:
```
export PLATFORM = sky130hd
export DESIGN_NAME = RegFile
export DESIGN_NICKNAME = RegFile
export VERILOG_FILES = /design/flow/design.v
export SDC_FILE = /design/flow/constraint.sdc
export NUM_CORES = 4
export LEC_CHECK = 1
export CORE_UTILIZATION = 40
```
`design/flow/design.v`:
```
`timescale 1ns / 1ps
module RegFile(
	input  clk,
	input rst,
	input  rf_write_register,
	input  [4:0] rs1_rd,
	input  [31:0] rs2_data,
	output  [31:0] read_data1,
	output  [31:0] read_data2
	);
	assign read_data1 = (rs1_rd==0) ? 31'b0: rf[rs1_rd];
	assign read_data2 = (rs2_data==0) ? 31'b0: rf[rs2_data];
    reg[31:0] rf[31:0];
	  integer i;
    always @ (posedge clk or posedge rst)
	 begin
			 if(rst)begin
					 for (i=0; i<32; i=i+1) rf[i] <= 32'b0;
					end
			 else begin
				  if(rf_write_register==1) 
					begin	rf[rs1_rd] <= rs2_data;
				  end
				end
	end
endmodule 
```
==> out/metrics.yaml <==
placedInstanceArea_sq_um: 54740
yosys_cells: 4347
grt_pass1_vias: 43980
drtIter0Drc: 6058
syn_area_sq_um: 51180
crit_start: "rs2_data[0]"
drv_slew: 0
dpl_worst_slack_ns: 0.9815
ios: 104
finalSetupTns_ns: 0
antenna_found_initial: 13
synth_flops: 1024
antenna_left: 0
setup.worst_path.class: "input pin to primary output"
gp_congestion: 1.055
grt_max_degree: 119
regMostFlops: "rf"
largestRegisters: "rf (1024)"
status: "complete, no violations"
cp-end-kind: "primary output"
cts_setup_buffers: 0
tightestPinTransition_ns: 1.205
num_rows: 130
routed_wl_microns: 264200
core-area_sq_um: 126200
die_h_microns: 359.7
setup_ws_ns: 0.6682
cts-root-buf: "clkbuf_16"
largest_register_ffs: 1024
min_path_type: "flop to flop"
reg2reg_to: "rf[24][15]"
leakage_nw: 25.86
slew-limit-headroom_pct: 18.81
vdd_drop_max_uv: 193.0
wl_per_cell_microns: 43.17
period_minus_slack_ns: 7.032
place.port_buffers: 103
yosysWarnings: 2
vias_per_cell: 7.301
clock_path_buffers: 3
drc_errors: 0
die-area_sq_um: 129400
syn_avg_cell_area_sq_um: 11.77
path_max_fanout: 39
top_area_share_pct: 50.07
async_flop_share_pct: 100.0
cts_hold_buf: 0
grt_setup_unrepaired: "false"
warning_count: 43
hpwl_microns: 160100
drive_above_1_share_pct: 33.06
fin_skew_ns: 0
cts_tree: "built"
period_used_pct: 91.32
timing.final.hold_violations: 0
edf_count: 0
die_w_microns: 359.7
cp-start-kind: "input pin"
max_cap_violations: 0
endpoint: "read_data2[2]"
clock_latency_ns: 0.75
cts_repair_resize_count: 0
areaGrowthSynthToFinish_pct: 14.39
grt_pass1_wl_microns: 361600
setup-violations-final: 0
flop_area_sq_um: 25620
syn_inst: 4347
clock_sinks: 1024
max_freq_mhz: 142.2
synth-main-ff-cell: "dfrtp_1"
cts_buffers: 109
nFillCells: 11300
cts.clk_slew.worst_paths_ns: 0.06
track_usage_pct: 42.07
reg2reg_slack_ns: 6.70
mi_logic_area_sq_um: 23870
globalRouteOverflowTotal: 0
top_cells_by_area: "dfrtp_1 50%, mux2_2 20%, a22oi_1 12%"
critPathArrivalTime_ns: 5.49
postSynthSeqShare_pct: 50.07
worst_ep_required_time_ns: 6.16
vias: 44690
cts-htree-levels: 3
core_util_floorplan_pct: 40.55
fin_area_sq_um: 58550
yosysTopAreaCell: "dfrtp_1"
timing.rr.start: "rf[24][15]"
reg2regPathDepth: 1
drt_first_pass_iters: 7
power_density_nw_per_um2: 259.7
ys_types: 72
ys_area_sq_um: 51180
[power breakdown]
part | internal [mW] | switching [mW]
registers | 6.42 | 1.05
logic | 1.10 | 1.00
clock network | 3.30 | 2.33
total | 10.8 | 4.38
[logic make-up (layout without fill, tap and decap cells)]
family | after synthesis | count (layout) | share of synthesized area, %
buffers and inverters | 439 | 548 | 4.205
AND-OR/OR-AND | 1143 | 1143 | 16.08
other | 0 | 15 | 0
multiplexers | 1007 | 1007 | 22.34
flip-flops | 1024 | 1024 | 50.07
AND/OR/NAND/NOR | 734 | 734 | 7.305
[through the flow]
stage | hold slack [ns] | power [mW] | cells | utilization, %
2_1_floorplan | 0.4447 | 8.484 | 4347 | -
3_3_place_gp | 0.4628 | 9.514 | 5914 | 43.37
3_5_place_dp | 0.4734 | 9.547 | 5914 | 43.37
4_1_cts | 0.4893 | 15.14 | 6106 | 46.35
5_1_grt | 0.5104 | 15.65 | 6110 | 46.36
6_report | 0.4855 | 15.20 | 6121 | 46.38
[critical path, stage by stage]
cell	delay [ns]
buf_2	0.28
buf_4	0.45
nand2b_1	0.35
buf_4	0.29
nor2_4	0.63
buf_4	0.60
a22oi_1	0.13
nand4_1	0.13
nor4_1	0.08
nor2_1	0.39
clkdlybuf4s50_1	0.55
[per-layer routing]
metal	GRT usage (%)	wire, microns	vias to the layer above
li1	-	-	16680
met1	52.86	92500	22440
met2	54.18	102900	4224
met3	27.54	46080	1337
met4	24.47	21960	20
met5	2.627	732	-
[synthesized netlist by cell type, drive strengths merged (7+ instances only)]
| cell type | n |
|---|---|
| nand2 | 286 |
| nand3b | 7 |
| dfrtp | 1024 |
| a22oi | 836 |
| nor4 | 36 |
| mux2 | 1000 |
| nand2b | 12 |
| clkbuf | 188 |
| a222oi | 30 |
| o21ai | 116 |
| nand3 | 62 |
| a21oi | 86 |
| a221oi | 9 |
| nor3 | 79 |
| nor2b | 10 |
| nand4 | 104 |
| nor2 | 109 |
| a22o | 27 |
| buf | 245 |
| mux2i | 7 |
[placed cells by master (no fill, tap or decap), drive strengths merged, types with 4 or more instances in the layout]
master,count
mux2,1000
a2111oi,4
nand3b,7
nand4,104
nand2b,12
a31oi,4
clkinvlp,6
a221oi,9
nor2b,10
and3,6
nand3,62
diode,15
inv,8
a21oi,86
o21ai,116
dfrtp,1024
nor4,36
o211ai,4
a22oi,836
bufinv,11
nand2,286
nor2,109
clkdlybuf4s50,93
nor3,79
mux2i,7
a22o,27
clkinv,14
a222oi,30
buf,257
clkbuf,159
or3b,5
[how the worst min path moves through the flow]
stage | end | slack, ns | start | cells after the start
4_1_cts | rf[0][4] | 0.49 | rf[0][4] | 2
5_1_grt | rf[0][13] | 0.51 | rf[0][13] | 1
6_report | rf[0][4] | 0.49 | rf[0][4] | 2
[cell type report]
cell class,instances,area share [%]
clock buffers,159,5.601
inverters,6,0.04488
multi-input cells,2884,40.78
well taps,1650,3.526
repair buffers,350,5.377
clock inverters,33,0.8420
diodes,15,0.06411
flip-flops and latches,1024,43.77
Power is estimated from default activity; no workload was simulated.
